==> ./design.v <==
module PSR (
	iData,
	iClk,
	oPSR
);
parameter Bits = 12;
input [Bits:0] iData;
input iClk;
output [4:0]oPSR;
reg rc, re, rp, rz, rn;
always @(posedge iClk)
begin
	rc <= iData[Bits];  
	re <= ~iData[0];    
	rp <= ^iData;  
	rz <= ~iData;  
	rn <= iData[Bits - 1];  
end
assign oPSR[0] = rc;
assign oPSR[1] = re;
assign oPSR[2] = rp;
assign oPSR[3] = rz;
assign oPSR[4] = rn;
endmodule 
==> ./run.sh <==
#!/bin/bash
# OpenROAD 26Q1-2900-gdf79404cd8, Yosys 0.63+post, stock flow scripts
make -C /OpenROAD-flow-scripts/flow DESIGN_CONFIG=/design/flow/config.mk WORK_HOME=/design/flow/orfs finish
==> ./config.mk <==
export PLATFORM = sky130hd
export DESIGN_NAME = PSR
export DESIGN_NICKNAME = PSR
export VERILOG_FILES = /design/flow/design.v
export SDC_FILE = /design/flow/constraint.sdc
export NUM_CORES = 4
export LEC_CHECK = 1
export CORE_AREA = 10 10 70 70
export DIE_AREA = 0 0 80 80
==> ./constraint.sdc <==
current_design PSR

set clk_period 1.4
set clk_io_pct 0.2

create_clock -name clk0 -period $clk_period [get_ports {iClk}]

set non_clock_inputs [all_inputs -no_clocks]
set_input_delay [expr $clk_period * $clk_io_pct] -clock clk0 $non_clock_inputs
set_output_delay [expr $clk_period * $clk_io_pct] -clock clk0 [all_outputs]
==> run_results.csv <==
group,metric,value,unit
floorplanning,die_w,80,um
route,drt_first_pass_iters,1,
grt,grt_pass1_vias,203,
route,ant_nets,0,
run_status,status,"finished clean",
grt,grt_max_degree,3,
setup_path,end_kind,"flip-flop",
logic_synthesis,yosysSeqAreaShare,33.2,%
logic_synthesis,yosysWarnings,1,
logic_synthesis,avgSynthCellArea,12.7,um2
final_timing,max_freq,740,MHz
worst_hold_path,hold_path.class,"in2reg",
worst_hold_path,min_to,"rn",
route,drtIter0Drc,0,
cells_and_area,final_cell_mix,"clkdlybuf4s50_1, xnor2_1, dfxtp_1",
clock_network,numCtsBuffers,3,
grt,grt_pass1_wl,924,um
pwr,combinationalPowerShare,35.2,%
clock_network,cts.sinks,4,
logic_synthesis,ys_types,6,
flow_run,tool_warnings,25,
clock_network,clk_pin_slew,0.04,ns
route,antenna_cells,0,
worst_hold_path,min_path_cells,1,
clock_network,cts_buffer_depth,2,
clock_network,cts_tree,"built",
logic_synthesis,synth-area-yosys,241,um2
logic_synthesis,top_cell_area_share,33.2,%
pwr,clkPwrFrac,33.2,%
pwr,peakVddDrop,0.224,mV
cells_and_area,post-route-util,13.6,%
pwr,seqPwrFrac,31.7,%
logic_synthesis,synth_top_cell_by_area,"dfxtp_1",
final_timing,setup_viol,0,
final_timing,timing.hold.ws,0.542,ns
logic_synthesis,syn_area,241,um2
logic_synthesis,ys_seq_elements,4,
grt,grt_use_total,1.88,%
clock_network,cts.repair.resized,0,
logic_synthesis,ys_cells,19,
logic_synthesis,netlist_instances,19,
logic_synthesis,topCellsByArea,"dfxtp_1, xnor3_1, xnor2_1",
cells_and_area,mostFrequentLayoutCell,"clkdlybuf4s50_1",
grt,antenna_found_initial,0,
setup_path,critPathRequiredTime,1.52,ns
final_timing,hold_violations,0,
setup_path,worst_setup_path_start_kind,"input pin",
floorplanning,pin_count,19,
cells_and_area,drive_gt1_share,8.57,%
worst_hold_path,hold_start,"iData[11]",
setup_path,cp_max_fo,1,
floorplanning,dieArea,6400,um2
clock_network,postCtsSetupBuffers,0,
placement,place.gp.congestion,0.763,
pwr,p_switching,89.0,uW
route,route.detailed.drc,0,
clock_network,cts_root_buf,"clkbuf_4",
floorplanning,rows,21,
flow_run,maxCapViolCount,0,
final_timing,finalCritPeriodShare,96.5,%
pwr,swShare,20.2,%
final_timing,worstMarginPinSlew,0.183,ns
floorplanning,core,3420,um2
route,finalWirelength,605,um
cells_and_area,syn_to_final_growth,92.2,%
clock_network,hold_buffers,0,
grt,grt-ovfl-total,0,
final_timing,max_slew_margin,87.7,%
setup_path,crit_type,"in2reg",
final_timing,period_needed,1.35,ns
cells_and_area,regArea,80.1,um2
floorplanning,chipHeight,80,um
floorplanning,fp_util,7.07,%
pwr,p_int,351,uW
route,vias,185,
route,routedWlPerCell,7.47,um
placement,port_buffers,18,
final_timing,rsz0062_at_grt,"no",
cells_and_area,nFillCells,391,
final_timing,drv_slew,0,
pwr,powerDensity,947,nW/um2
clock_network,cts_max_level,1,
pwr,p_leak,0.000185,uW
cells_and_area,comb_area,120,um2
setup_path,worstPathArrival,1.47,ns
route,viasPerCell,2.28,
==> synth_stat cells, drive strengths merged <==
master / count
xor2: 1
dfxtp: 4
xnor2: 5
buf: 5
inv: 1
xnor3: 3
==> cell families (layout without fill, tap and decap cells) <==
logic type                count (synthesis)  after routing  share of synthesized area [%]
xor gates and xnor gates                  9              9                           49.7
DFF                                       4              4                           33.2
buffers and inverters                     6             22                           17.1
==> layout make-up <==
cell class	instances	share of cell area [%]
flip-flops and latches	4	17.3
multi-input cells	9	25.9
clock buffers	3	4.85
inverters	1	0.809
repair buffers	18	38.8
well taps	46	12.4
==> worst max-delay path by stage <==
stage                 end      from  slack (ns)  cells past startpoint
final                  rp  iData[3]        0.05                      4
after global routing   rp  iData[3]       0.004                      4
after CTS              rp  iData[6]        0.02                      4
==> metal layers <==
metal / track usage, % / share of wire [%] / vias to the layer above
met5: 0 / 0 / -
met4: 0.704 / 2.8 / 0
met3: 2.05 / 27 / 4
met2: 2.01 / 28 / 21
met1: 2.28 / 42 / 73
li1: - / - / 87
==> worst max-delay path, cell delays in order <==
cell	delay, ns
clkdlybuf4s50_1	0.47
xnor2_1	0.12
xnor3_1	0.46
xnor2_1	0.14
==> power groups by stage <==
stage | Sequential, uW | Combinational [uW] | Clock [uW]
after CTS | 139 | 157 | 154
final | 139 | 155 | 146
after global routing | 143 | 169 | 163
==> metrics by stage <==
| stage | power (uW) | TNS [ns] | cell area [um2] | worst slack, ns | std cells |
|---|---|---|---|---|---|
| after floorplan | 235 | 0 | 241 | 0.318 | 19 |
| after global placement | 298 | -0.217 | 442 | -0.217 | 78 |
| after detailed placement | 297 | -0.202 | 442 | -0.202 | 78 |
| after CTS | 451 | 0 | 464 | 0.0233 | 81 |
| after global routing | 475 | 0 | 464 | 0.00383 | 81 |
| final | 440 | 0 | 464 | 0.0489 | 81 |
==> registers in the layout, summed over array words and instances (netlist names) <==
signal and count:
rc 1, rn 1, rp 1, rz 1
Power figures rest on the tool's default switching activity, not on a simulated workload.
